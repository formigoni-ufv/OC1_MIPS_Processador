## design/flow/run.sh

```bash
#!/bin/bash
# OpenROAD 26Q1-2900-gdf79404cd8, Yosys 0.63+post, stock flow scripts
make -C /OpenROAD-flow-scripts/flow DESIGN_CONFIG=/design/flow/config.mk WORK_HOME=/design/flow/orfs finish
```

## design/flow/config.mk

```make
export PLATFORM = sky130hd
export DESIGN_NAME = processor
export DESIGN_NICKNAME = processor
export VERILOG_FILES = /design/flow/design.v
export SDC_FILE = /design/flow/constraint.sdc
export NUM_CORES = 4
export LEC_CHECK = 1
export CORE_UTILIZATION = 50
export SYNTH_MEMORY_MAX_BITS = 65536
```

## design/flow/constraint.sdc

```tcl
current_design processor

set clk_period 5.5
set clk_io_pct 0.2

create_clock -name clk0 -period $clk_period [get_ports {realclock}]

set non_clock_inputs [all_inputs -no_clocks]
set_input_delay [expr $clk_period * $clk_io_pct] -clock clk0 $non_clock_inputs
set_output_delay [expr $clk_period * $clk_io_pct] -clock clk0 [all_outputs]
```

## design/flow/design.v

```verilog
module alu_control(
	input [1:0] ALUOp,
	input [5:0] funcCode,
	output reg [3:0] aluCtrlOut
	);
	always @ (ALUOp, funcCode) begin
		case(ALUOp)
			0: aluCtrlOut = 4'b0010;
			1: aluCtrlOut = 4'b0110;
			2: case (funcCode)
						36: aluCtrlOut = 0;  
						37: aluCtrlOut = 1;  
						32: aluCtrlOut = 2;  
						42: aluCtrlOut = 7;  
						34: aluCtrlOut = 6;  
				endcase
		endcase
  end
endmodule
module andgate(
	input wire i0,
	input wire i1,
	output reg out
);
	always @ (i0, i1) begin
		out = i0 & i1;
	end
endmodule
module arithmeticlogicunit(
	input[31:0] A, B,						 
	input[3:0] OP,							 
	output reg[31:0] OUT,				 
	output wire zero						 
	);
	assign zero = (OUT == 0);		 
	always @ (A, B, OP) begin
		case (OP)
			0: OUT = A & B;
			1: OUT = A | B;
			2: OUT = A + B;
			6: OUT = A - B;
			7: OUT = A < B;
			default: ;
		endcase
	end
endmodule
module datamemory(
	input wire clk,
	input wire[31:0] addr,
	input wire[31:0] writeData,
	input wire memRead,
	input wire memWrite,
	output reg[31:0] readData
);
	reg[31:0] memory[0:63];
	always @ (addr, writeData, memRead)begin
		if(memRead) readData <= memory[addr];
	end
	always @ (posedge clk) begin
		if(memWrite) memory[addr] <= writeData;
	end
endmodule
module decoder
	(
	input wire [3:0] in,
	output reg [6:0] out
	);
	always@(in) begin
		case(in)
			0: out = 7'b1000000;
			1: out = 7'b1111001;
			2: out = 7'b0100100;
			3: out = 7'b0110000;
			4: out = 7'b0011001;
			5: out = 7'b0010010;
			6: out = 7'b0000010;
			7: out = 7'b1111000;
			8: out = 7'b0000000;
			9: out = 7'b0010000;
			10:out = 7'b0001000;
			11:out = 7'b0000011;
			12:out = 7'b1000110;
			13:out = 7'b0100001;
			14:out = 7'b0000110;
			15:out = 7'b0001110;
		endcase
	end
endmodule
module instructionmemory (
	input wire[31:0] addr,
	output reg[31:0] instruction
	);
	reg[31:0] memory[0:63];
	initial begin
		memory[0]  <= 32'b00000001000010011000000000100000;			 
		memory[4]  <= 32'b00000010000010101000000000100010;			 
		memory[8]  <= 32'b00010001010010110000000000000001;			 
		memory[16] <= 32'b00000010000010011000000000100010;			 
		memory[20] <= 32'b10101100000011000000000000000100;			 
		memory[24] <= 32'b10001100000011010000000000000100;			 
		memory[28] <= 32'b00000001101100010110100000100000;			 
		memory[32] <= 32'b00010001010010111111111111110111;			 
	end
	always @ (addr) begin
		instruction[31:0] = memory[addr];
	end
endmodule
module maincontrolunit(
	input wire[5:0] op,
	output reg regDst,
	output reg ALUSrc,
	output reg memtoReg,
	output reg regWrite,
	output reg memRead,
	output reg memWrite,
	output reg branch,
	output reg ALUOp1,
	output reg ALUOp0
);
always @ (op) begin
	case(op)
		0: begin
				regDst	<=	1;
				ALUSrc	<= 0;
				memtoReg	<= 0;
				regWrite	<= 1;
				memRead	<= 0;
				memWrite	<= 0;
				branch	<= 0;
				ALUOp1	<= 1;
				ALUOp0	<= 0;
			end
		35:begin
				regDst	<=	0;
				ALUSrc	<= 1;
				memtoReg	<= 1;
				regWrite	<= 1;
				memRead	<= 1;
				memWrite	<= 0;
				branch	<= 0;
				ALUOp1	<= 0;
				ALUOp0	<= 0;
			end
		43:begin
				regDst	<=	0;
				ALUSrc	<= 1;
				memtoReg	<= 0;
				regWrite	<= 0;
				memRead	<= 0;
				memWrite	<= 1;
				branch	<= 0;
				ALUOp1	<= 0;
				ALUOp0	<= 0;
			end
		4:begin
				regDst	<=	0;
				ALUSrc	<= 0;
				memtoReg	<= 0;
				regWrite	<= 0;
				memRead	<= 0;
				memWrite	<= 0;
				branch	<= 1;
				ALUOp1	<= 0;
				ALUOp0	<= 1;
			end
	endcase
end
endmodule
module multiplexorRegDst(
	input wire[4:0] i0, i1,
	input wire control,
	output reg[4:0] out
	);
	always @ (i0, i1, control) begin
		case(control)
			0: out <= i0;
			1: out <= i1;
		endcase
	end
endmodule
module multiplexorALUSrc(
	input wire[31:0] i0, i1,
	input wire control,
	output reg[31:0] out
	);
	always @ (i0, i1, control) begin
		case(control)
			0: out <= i0;
			1: out <= i1;
		endcase
	end
endmodule
module multiplexorMemtoReg(
	input wire[31:0] i0, i1,
	input wire control,
	output reg[31:0] out
	);
	always @ (i0, i1, control) begin
		case(control)
			0: out <= i0;
			1: out <= i1;
		endcase
	end
endmodule
module multiplexorPCSrc(
	input wire[31:0] i0, i1,
	input wire control,
	output reg[31:0] out
	);
	always @ (i0, i1, control) begin
		case(control)
			0: out <= i0;
			1: out <= i1;
		endcase
	end
endmodule
module processor (
	input wire clock,
	input wire realclock,
	input wire reset, sw9, sw8, sw7, sw6, sw5, sw4, sw3, sw2,
	output reg led0, led1, led2, led3, led4, led5, led6, led7, led8, led9,
	output wire[6:0] DISPLAY0, DISPLAY1, DISPLAY2, DISPLAY3, DISPLAY4, DISPLAY5
	);
	reg[31:0] i;
	reg clk;
	wire branch;
	wire [31:0] pcIn;	 
	wire[31:0] pcOut;
	wire[31:0] aluPCPlus4Out;
	wire[31:0] insMemOut;
	wire regDst;
	wire[4:0] regDstOut;
	wire regWrite;
	wire[31:0] reg1content;
	wire[31:0] reg2content;
	wire[31:0] memtoRegOut;
	wire[31:0] extOut;
	wire aluSrc;
	wire[31:0] aluSrcOut;
	wire[1:0] ALUOp;
	wire[3:0] aluCtrlOut;
	wire zero;
	wire[31:0] aluMainOut;
	wire[31:0] sllOut;
	wire[31:0] branchAluOut;
	wire andGateOut;
	wire memRead, memWrite;
	wire[31:0] dataMemOut;
	wire MemtoReg;
	reg [3:0] displaysIn[5:0];
	 decoder display0(
	 	.in(displaysIn[0]),
	 	.out(DISPLAY0)
	 );
	 decoder display1(
	 	.in(displaysIn[1]),
	 	.out(DISPLAY1)
	 );
	 decoder display2(
	 	.in(displaysIn[2]),
	 	.out(DISPLAY2)
	 );
	 decoder display3(
	 	.in(displaysIn[3]),
	 	.out(DISPLAY3)
	 );
	 decoder display4(
	 	.in(displaysIn[4]),
	 	.out(DISPLAY4)
	 );
	 decoder display5(
	 	.in(displaysIn[5]),
	 	.out(DISPLAY5)
	 );
	always@(posedge realclock)begin
		if(sw9 == 0)begin
			clk = clock;
		end
		else if(sw9 == 1)begin
			i = i+1;
			if(i == 50000000)begin
				clk = 1;
			end
			else if(i == 100000000)begin
				clk = 0;
				i=0;
			end
		end
	end
	always@(sw9, sw8, sw8, sw7, sw6, sw5, sw4, sw3, sw2, reset, clock)begin
		if(sw9)   led9 = 1; else led9 = 0;
		if(sw8)   led8 = 1; else led8 = 0;
		if(sw7)   led7 = 1; else led7 = 0;
		if(sw6)   led6 = 1; else led6 = 0;
		if(sw5)   led5 = 1; else led5 = 0;
		if(sw4)   led4 = 1; else led4 = 0;
		if(sw3)   led3 = 1; else led3 = 0;
		if(sw2)   led2 = 1; else led2 = 0;
		if(reset) led1 = 1; else led1 = 0;
		if(clock) led0 = 1; else led0 = 0;
	end
	always@(sw8, sw7, sw6, sw5, sw4, sw3, sw2, pcOut, aluPCPlus4Out, pcIn, aluMainOut)begin
		if(sw8 == 1)begin
			displaysIn[0] <= pcOut[3:0];
			displaysIn[1] <= pcOut[7:4];
			displaysIn[2] <= pcOut[11:8];
			displaysIn[3] <= pcOut[15:12];
			displaysIn[4] <= pcOut[19:16];
			displaysIn[5] <= pcOut[23:20];
		end
		else if(sw7 == 1) begin
			displaysIn[0] <= aluPCPlus4Out[3:0];
			displaysIn[1] <= aluPCPlus4Out[7:4];
			displaysIn[2] <= aluPCPlus4Out[11:8];
			displaysIn[3] <= aluPCPlus4Out[15:12];
			displaysIn[4] <= aluPCPlus4Out[19:16];
			displaysIn[5] <= aluPCPlus4Out[23:20];
		end
		else if(sw6 == 1) begin
			displaysIn[0] <= pcIn[3:0];
			displaysIn[1] <= pcIn[7:4];
			displaysIn[2] <= pcIn[11:8];
			displaysIn[3] <= pcIn[15:12];
			displaysIn[4] <= pcIn[19:16];
			displaysIn[5] <= pcIn[23:20];
		end
		else if(sw5 == 1)begin
			displaysIn[0] <= aluSrcOut[3:0];
			displaysIn[1] <= aluSrcOut[7:4];
			displaysIn[2] <= aluSrcOut[11:8];
			displaysIn[3] <= aluSrcOut[15:12];
			displaysIn[4] <= aluSrcOut[19:16];
			displaysIn[5] <= aluSrcOut[23:20];
		end
		else if(sw4 == 1)begin
			displaysIn[0] <= reg1content[3:0];
			displaysIn[1] <= reg1content[7:4];
			displaysIn[2] <= reg1content[11:8];
			displaysIn[3] <= reg1content[15:12];
			displaysIn[4] <= reg1content[19:16];
			displaysIn[5] <= reg1content[23:20];
		end		
		else if(sw3 == 1)begin
			displaysIn[0] <= aluMainOut[3:0];
			displaysIn[1] <= aluMainOut[7:4];
			displaysIn[2] <= aluMainOut[11:8];
			displaysIn[3] <= aluMainOut[15:12];
			displaysIn[4] <= aluMainOut[19:16];
			displaysIn[5] <= aluMainOut[23:20];
		end
	end
	programcounter pc(
		.clock(clk),
		.in(pcIn),
		.out(pcOut),
		.reset(reset)
	);
	arithmeticlogicunit aluPCPlus4(
		.A(pcOut),
		.B(32'b100),
		.OP(4'b10),
		.OUT(aluPCPlus4Out)
	);
	instructionmemory insmem(
		.addr(pcOut),
		.instruction(insMemOut)
	);
	maincontrolunit controlUnit(
		.op(insMemOut[31:26]),
		.regDst(regDst),
		.ALUSrc(aluSrc),
		.memtoReg(MemtoReg),
		.regWrite(regWrite),
		.memRead(memRead),
		.memWrite(memWrite),
		.branch(branch),
		.ALUOp1(ALUOp[1]),
		.ALUOp0(ALUOp[0])
	);
	multiplexorRegDst regfilemux(
		.i0(insMemOut[20:16]),
		.i1(insMemOut[15:11]),
		.control(regDst),
		.out(regDstOut)
	);
	signext ext(
		.i0(insMemOut[15:0]),
		.out(extOut)
	);
	registerfile regfile(
		.clk(clk),
		.reg1addr(insMemOut[25:21]),
		.reg2addr(insMemOut[20:16]),
		.regWaddr(regDstOut),
		.data(memtoRegOut),
		.regWrite(regWrite),
		.reg1content(reg1content),
		.reg2content(reg2content)
	);
	multiplexorALUSrc alumux(
		.i0(reg2content),
		.i1(extOut),
		.control(aluSrc),
		.out(aluSrcOut)
	);
	alu_control aluControl(
		.ALUOp(ALUOp),
		.funcCode(insMemOut[5:0]),
		.aluCtrlOut(aluCtrlOut)
	);
	arithmeticlogicunit mainAlu(
		.A(reg1content),
		.B(aluSrcOut),
		.OP(aluCtrlOut),
		.OUT(aluMainOut),
		.zero(zero)
	);
	shiftlogicalleft sll(
		.i0(extOut),
		.out(sllOut)
	);
	arithmeticlogicunit branchAlu(
		.A(aluPCPlus4Out),
		.B(sllOut),
		.OP(4'b10),
		.OUT(branchAluOut)
	);
	multiplexorPCSrc branchmux(
		.i0(aluPCPlus4Out),
		.i1(branchAluOut),
		.control(andGateOut),
		.out(pcIn)
	);
	andgate gate(
		.i0(branch),
		.i1(zero),
		.out(andGateOut)
	);
	datamemory datamem(
		.clk(clk),
		.addr(aluMainOut),
		.writeData(reg2content),
		.memRead(memRead),
		.memWrite(memWrite),
		.readData(dataMemOut)
	);
	multiplexorMemtoReg dataMemMux(
		.i0(aluMainOut),
		.i1(dataMemOut),
		.control(MemtoReg),
		.out(memtoRegOut)
	);
endmodule
module programcounter(
	input wire clock,
	input wire[31:0] in,
	input wire reset,
	output reg[31:0] out
);
	reg[31:0] temp;
	always @ (negedge clock) begin
		temp <= in;
	end
	always @ (posedge clock) begin
		if(reset == 0)begin
			out <= temp;
		end
		else begin
			out <= 32'b0;
		end
	end
endmodule
module registerfile(
	input wire clk,
	input wire[4:0] reg1addr,
	input wire[4:0] reg2addr,
	input wire[4:0] regWaddr,
	input wire[31:0] data,
	input wire regWrite,
	output reg[31:0] reg1content,
	output reg[31:0] reg2content
	);
	reg update;								 
	reg[31:0] registers[0:31];			 
	initial begin
		registers[0] = 0;
		registers[8] = 10;	 
		registers[9] = 6;		 
		registers[10] = 4;	 
		registers[11] = 4;	 
		registers[12] = 77;	 
		registers[17] = 10;	 
	end
	always @ (reg1addr) begin
			reg1content <= registers[reg1addr];
	end
	always @ (reg2addr, update) begin
		reg2content <= registers[reg2addr];
		update <= 0;
	end
	always@(posedge clk) begin
		if(regWrite == 1) begin
			registers[regWaddr] = data;
			update = 1;
		end
	end
endmodule
module signext(
	input wire[15:0] i0,
	output reg[31:0] out
	);
	always @ (i0) begin
		case(i0[15])
			0: begin
					out = 16'b0000000000000000;
					out = i0;
				end
			1: begin
					out[31:16] = 16'b1111111111111111;
					out[15:0] = i0;
				end
		endcase
	end
endmodule
module shiftlogicalleft(
	input wire[31:0] i0,
	output reg[31:0] out
);
	always @ (i0) begin
		out = i0 << 2;
	end
endmodule
```

==> run summary <==
Worst Setup EP: led6
CP Launch Type: input pin
Bufs and invs on worst path: 2
post-cts hold-fix buffer tally: 0
required time worst endpoint: 4.40 ns
vias in the first global route: 74.2k
Latency at later pin: 0.28 ns
vias per cell: 6.55
Worst Clk Skew: 0.00317 ns
chip height: 514 um
Setup Total Neg Slack: 0 ns
clock transition at the registers of the reported paths: 0.06 ns
Seq pwr share: 0.536
post-layout util: 0.529
Worst Hold Class: flip-flop to flip-flop
row cnt: 187
Post-DP HPWL: 235000 um
Crit Path Category: input pin to output pin
Worst Tran Pin Value: 1.33 ns
final std cells w/o fill: 10.9k
# Cells Yosys: 7461
critical path's top delay family: buffers and inverters
Core Footprint: 260000 um^2
Sw Pwr: 0.868 mW
fin crit period: 3.82 ns
Switching Fraction: 0.320
Crit. End Element: output pin
Cell Int Power: 1.85 mW
final setup fails: 0
number of detailed-route iterations in the first pass: 12
Hold Vio Cnt, Final: 0
register pins left without a clock: 3232
synthesized flop and latch total: 3265
count of library flops with an enable pin: 3105
RR Startpoint: i[0]$_DFFE_PP_
floorplan utilization: 0.504
CP peak stage delay: 1.02 ns
synthesized netlist cell count: 7461
Commonest flop: edfxtp_1
CTS root buf: clkbuf_16
Post-CTS Resized: 0
CP Cell Sequence: clkdlybuf4s50_1 > clkdlybuf4s50_1
die area: 264000 um^2
combinational power share: 0.364
Power Total: 2.71 mW
gp weighted congestion: 0.970
Critical Path AT: 2.72 ns
largest net degree at the start of global routing: 249
Syn-to-layout area delta: 4.89%
layout cell share with drive strength beyond 1: 0.143
DRC Markers: 0
crit share post-route: 0.695
worst-path maximum fanout: 22
total number of vias: 71.2k
total grt overflow: 0
total CTS buffers: 5
critical path depth: 2
max-slew headroom at the worst pin: 0.103
Tool Warnings: 220
VDD IR-drop max: 0.135 mV
asr flop ratio synth: 0
global-route wire length before repair: 539000 um
synthesized area: 131000 um^2
most used cell, CP: clkdlybuf4s50_1
R2R depth: 11
Slew Viols, Final: 0
crit path launch: sw6
antenna violations before repair: 12
wire per inst: 35.0 um
status: finished, final reports clean
Clock Tree Buf Depth: 2
RSZ-0062 raised after global routing: false
maximum clock rate: 0.261 GHz
H-Tree Depth: 2
pwr/cell area: 19.7 nW/um^2
reg-to-reg slack, setup: 1.96 ns
CP max-delay cell: clkdlybuf4s50_1
dpl cells: 10.9k
io pins: 63
initial DRC count: 5210
CTS tree: built
Yosys warning total: 18
max-cap viol count: 0
gr usage total: 0.324
endpoints left unconstrained: 6346
FF-to-FF End: clk$_DFFE_PP_
syn_area_per_cell: 17.6 um^2
DRT Wirelength: 380000 um
Yosys chip area: 131000 um^2
die width: 514 um
P_leak: 41.7 nW
Synth cell types: 83
# port buffers: 60
post-CTS setup buffers: 0
Clk pwr share: 0.100
DRT antenna net count: 0
## kinds of logic after synthesis
family	Yosys count	share of synthesized area
flops	3168	0.720
compound gates	1790	0.0989
simple gates	893	0.0333
buf+inv	634	0.0198
mux	612	0.0938
fa+ha+maj	165	0.0159
xor+xnor	102	0.00681
latches	97	0.0111
## routing by layer
layer,global-route usage,routed length (um),up-vias
met5,0.0252,966,-
li1,-,-,30400
met2,0.449,171000,4588
met4,0.0634,10600,24
met1,0.416,123000,35900
met3,0.267,74300,345
## worst min path at each step
stage                             end  slack (ns)  cells after the start       startpoint
after CTS             i[23]$_DFFE_PP_        0.63                      2  i[23]$_DFFE_PP_
after global routing  i[23]$_DFFE_PP_        0.67                      2  i[23]$_DFFE_PP_
final                 i[23]$_DFFE_PP_        0.63                      2  i[23]$_DFFE_PP_
## registers in the layout, summed over array words and instances, names as in the netlist
signal                 count
controlUnit.branch         1
regfile.registers       1024
controlUnit.memtoReg       1
insMemOut                 15
clk                        1
controlUnit.regWrite       1
controlUnit.memWrite       1
pc.temp                   24
controlUnit.regDst         1
i                         32
pc.out                    24
datamem.readData          32
mainAlu.OUT               32
datamem.memory          2048
displaysIn                24
controlUnit.ALUSrc         1
aluControl.aluCtrlOut      3
## power groups by stage
stage	sequential (mW)	clock (mW)	combinational [mW]
after CTS	1.45	0.280	0.986
after global routing	1.46	0.286	1.08
final	1.45	0.272	0.989
## final cells by class
cell class	instances	area [um^2]
flip-flops and latches	3265	96000
inverters	155	582
repair buffers	384	3070
diodes	4	10.0
clock inverters	3	17.5
clock buffers	5	125
fillers	20100	123000
multi-input cells	3562	33400
well taps	3496	4370
## cells in the final DEF, fill, tap and decap left out, types with 81 or more instances in the layout
cell type  synthesis  final
a221oi_1         201    201
o21ai_0           98     98
edfxtp_1        3105   3105
a31oi_1          212    212
mux4_2           486    486
buf_4             16    320
nor2_4             0     88
a22o_1           200    200
nand2_1          188    187
a21oi_1          202    202
nand4_1           81     81
ha_1             162    162
nor2_1           291    203
a22oi_1          650    650
inv_1            152    151
## metrics by stage
step	area (um^2)	setup slack, ns	hold WS [ns]
after floorplan	131000	2.62	0.579
after detailed placement	137000	1.67	0.614
after CTS	138000	1.65	0.633
after global placement	137000	1.75	0.616
after global routing	138000	1.59	0.665
final	138000	1.68	0.635
## Yosys cell counts (all sizes together), types with 5 or more instances
master	n	area (um^2)
a221o	9	90.1
nor2b	53	332
inv	155	582
and3	18	113
nand3	75	380
a22o	200	1750
mux4	486	10900
clkbuf	341	1280
or2	8	50.1
xor2	35	307
ha	162	2030
nand4	82	519
dlxtn	65	976
buf	138	731
nor2	292	1100
o21ai	122	629
or3	10	62.6
mux2i	55	554
a211oi	28	210
o22ai	18	113
a21oi	202	1010
a221oi	201	1760
o21a	13	97.6
o211ai	20	150
nor4	54	359
dfxtp	63	1260
nor3	44	259
mux2	71	800
nand2	190	718
a21o	25	188
and2	11	68.8
o21bai	13	97.6
a31oi	212	1330
xnor2	67	587
a22oi	650	4880
o221ai	16	140
o31ai	16	120
nand2b	24	150
dlxtp	32	480
nor3b	10	75.1
nand3b	5	37.5
and4	6	55.1
edfxtp	3105	93200
Power and IR drop assume default switching activity.
